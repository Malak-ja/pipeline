===== flow/config.mk =====
export PLATFORM = sky130hd
export DESIGN_NAME = RegisterFile
export DESIGN_NICKNAME = RegisterFile
export VERILOG_FILES = /design/flow/design.v
export SDC_FILE = /design/flow/constraint.sdc
export NUM_CORES = 4
export LEC_CHECK = 1
export CORE_UTILIZATION = 50

===== flow/run.sh =====
#!/bin/bash
# OpenROAD 26Q1-2900-gdf79404cd8, Yosys 0.63+post, stock flow scripts
make -C /OpenROAD-flow-scripts/flow DESIGN_CONFIG=/design/flow/config.mk WORK_HOME=/design/flow/orfs finish

===== flow/constraint.sdc =====
current_design RegisterFile

set clk_period 8.5
set clk_io_pct 0.2

create_clock -name clk0 -period $clk_period [get_ports {clk}]

set non_clock_inputs [all_inputs -no_clocks]
set_input_delay [expr $clk_period * $clk_io_pct] -clock clk0 $non_clock_inputs
set_output_delay [expr $clk_period * $clk_io_pct] -clock clk0 [all_outputs]

===== flow/design.v =====
module RegisterFile (
    input         clk,
    input  [4:0]  RA,
    input  [4:0]  RB,
    input  [4:0]  RW,
    input         RegWrite,
    input  [31:0] BusW,
    output [31:0] BusA,
    output [31:0] BusB
);
    reg [31:0] regs [0:31];  
    always @(posedge clk) begin
        if (RegWrite) begin
            regs[RW] <= BusW;  
        end
    end
    assign BusA = regs[RA];
    assign BusB = regs[RB];
endmodule

==> run_summary.xml <==
<?xml version="1.0" encoding="UTF-8"?>
<metrics>
  <group name="outcome">
    <metric name="run_status" unit="">completed</metric>
  </group>
  <group name="die">
    <metric name="x_dimension_of_the_die" unit="um">314</metric>
    <metric name="ios" unit="">113</metric>
    <metric name="initial_core_util" unit="%">50.5</metric>
    <metric name="num_rows" unit="">114</metric>
    <metric name="die-area" unit="um2">98800</metric>
    <metric name="core_area" unit="um2">96700</metric>
    <metric name="die_h" unit="um">314</metric>
  </group>
  <group name="clock_tree">
    <metric name="tritoncts_clock_tree" unit="">yes</metric>
    <metric name="cts_hold_buf" unit="">0</metric>
    <metric name="cts_root_buf" unit="">clkbuf_16</metric>
    <metric name="cts-root-to-sink-buffers" unit="">3</metric>
    <metric name="post_cts_resize_count" unit="">0</metric>
    <metric name="clock_tree.htree_level_count" unit="">3</metric>
    <metric name="clock_buffers_created_by_tritoncts" unit="">107</metric>
    <metric name="cts.sinks" unit="">1024</metric>
    <metric name="clock_slew_at_the_register_clock_pins_of_the_worst_setup_and_hold_paths" unit="ns">0.06</metric>
    <metric name="cts_setup_buffers" unit="">0</metric>
  </group>
  <group name="route">
    <metric name="drtAntennaViolNets" unit="">0</metric>
    <metric name="wl_per_cell" unit="um">31.3</metric>
    <metric name="drt-pass1-iter-count" unit="">5</metric>
    <metric name="vias" unit="">31000</metric>
    <metric name="detail_route.vias_per_cell" unit="">6.40</metric>
    <metric name="wirelength" unit="mm">152</metric>
    <metric name="remaining_drc_errors" unit="">0</metric>
    <metric name="dr.first_iter.drc_count" unit="">2194</metric>
  </group>
  <group name="worst_setup_path">
    <metric name="start_to_end_type_of_the_worst_setup_path" unit="">input pin to output pin</metric>
    <metric name="cp-end-kind" unit="">output pin</metric>
    <metric name="cp.arrival" unit="ns">5.25</metric>
    <metric name="critical_path_peak_fanout" unit="">88</metric>
    <metric name="cp-start-kind" unit="">input pin</metric>
    <metric name="worst-endpoint-required" unit="ns">6.80</metric>
  </group>
  <group name="placed_design">
    <metric name="dp.cells" unit="">4637</metric>
    <metric name="portBuffers" unit="">112</metric>
    <metric name="finalWeightedCongestion" unit="">0.880</metric>
    <metric name="dp_hpwl" unit="mm">82.9</metric>
  </group>
  <group name="yosys">
    <metric name="yosysCellCount" unit="">3386</metric>
    <metric name="ys_ff" unit="">1024</metric>
    <metric name="yosysUniqueCellTypes" unit="">23</metric>
    <metric name="average_cell_area_after_synthesis" unit="um2">14.4</metric>
    <metric name="synth_chip_area" unit="um2">48800</metric>
    <metric name="synth.cell_area" unit="um2">48800</metric>
    <metric name="syn_inst" unit="">3386</metric>
    <metric name="ys.warnings.count" unit="">1</metric>
    <metric name="yosysSeqAreaShare" unit="%">63.0</metric>
  </group>
  <group name="sta">
    <metric name="timing.max_slew.rel_slack" unit="%">33.1</metric>
    <metric name="setup_violations" unit="">0</metric>
    <metric name="final-hold-violation-count" unit="">0</metric>
    <metric name="fin_worst_hold_slack" unit="ns">1.85</metric>
    <metric name="max_slew.worst_pin.slew" unit="ns">1.00</metric>
    <metric name="fmaxAchievable" unit="MHz">144</metric>
    <metric name="layout_worst_path_cycle_share" unit="%">81.7</metric>
    <metric name="grt_setup_unrepaired" unit="">no</metric>
    <metric name="fin_tns_setup" unit="ns">0</metric>
    <metric name="period_minus_slack" unit="ns">6.95</metric>
    <metric name="slew_limit_fails" unit="">0</metric>
  </group>
  <group name="pwr">
    <metric name="power.leakage" unit="uW">0.0201</metric>
    <metric name="ratio_of_total_power_to_cell_area" unit="nW/um2">206</metric>
    <metric name="power" unit="uW">11300</metric>
    <metric name="vdd.ir_drop.worst" unit="mV">0.159</metric>
  </group>
  <group name="global_routing">
    <metric name="via_count_of_the_first_global_routing_pass" unit="">32400</metric>
    <metric name="grt_max_degree" unit="">94</metric>
    <metric name="grt_first_pass_wirelength" unit="mm">218</metric>
    <metric name="globalRouteOverflowTotal" unit="">0</metric>
    <metric name="grt.total_usage" unit="%">33.8</metric>
    <metric name="grt_antenna_before_repair" unit="">3</metric>
  </group>
  <group name="finish">
    <metric name="largest_register_ff_count" unit="">1024</metric>
    <metric name="register_bank_with_the_most_flops" unit="">regs</metric>
    <metric name="final_layout_size_suffix_gt1_share" unit="%">9.02</metric>
    <metric name="register_area" unit="um2">30700</metric>
    <metric name="fillerInstances" unit="">7242</metric>
    <metric name="regs_by_ff_count" unit="">regs x1024</metric>
    <metric name="final_cell_mix" unit="">mux2i_1, edfxtp_1, nand3_1, nand2_1</metric>
    <metric name="final-instance-count-excl-fill" unit="">4837</metric>
    <metric name="final-comb-area" unit="um2">16800</metric>
    <metric name="area_delta_synth_final" unit="%">12.4</metric>
  </group>
  <group name="flow_run">
    <metric name="drv.max_cap_violation_count" unit="">0</metric>
    <metric name="tool_warnings" unit="">26</metric>
  </group>
  <group name="worst_hold_path">
    <metric name="hold-path-cell-count" unit="">2</metric>
    <metric name="hold_path_class" unit="">input pin to flop</metric>
  </group>
</metrics>
## Yosys cell counts
cell,instances,area [um2]
nand2_1,195,732
nand3_1,194,971
a22o_1,128,1120
buf_4,47,353
nand2b_1,4,25.0
nand3b_1,5,37.5
a31oi_1,64,400
clkbuf_1,86,323
buf_2,70,350
mux2i_1,1024,10200
edfxtp_1,1024,30700
nor3_1,64,320
nor2b_1,4,25.0
clkbuf_4,4,30.0
and2_1,2,12.5
or3b_2,3,26.3
buf_6,45,507
nor2_1,35,131
a22oi_1,192,1440
or2_2,2,12.5
buf_1,1,3.75
a21oi_1,192,961
or3_1,1,6.26
## path summary, 6_finish.rpt
path | from | to | slack [ns]
min | BusW[8] | regs[1][8] | 1.85
max | RA[2] | BusA[28] | 1.55
## report_power, final
part,total [uW],internal [uW],switching (uW)
logic,1050,391,656
clock network,4610,2700,1910
registers,5640,5620,24.4
## final cells by class
cell class,instances,share of cell area (%)
clock buffer,127,5.18
sequential,1024,56.1
multi-input combinational,2109,30.6
clock inverter,71,1.13
tap,1276,2.91
antenna,2,0.00913
timing repair buffer,228,4.08
## critical path, stage by stage
cell             delay, ns
clkdlybuf4s50_1       0.63
and2_4                0.73
buf_12                0.56
a22o_1                0.25
nor3_1                0.05
a31oi_1               0.39
nand3_1               0.32
clkdlybuf4s50_1       0.49
## through the flow
stage	utilization, %	setup slack [ns]	cell area (um2)
2_1_floorplan	-	4.04	48800
3_3_place_gp	53.1	1.75	51400
4_1_cts	56.7	1.76	54800
3_5_place_dp	53.1	1.76	51400
5_1_grt	56.7	1.45	54800
6_report	56.7	1.55	54800
## logic make-up (layout without fill, tap and decap cells)
group / Yosys count / after routing / share of synthesized area, %
multiplexers: 1024 / 1024 / 21.0
flip-flops: 1024 / 1024 / 63.0
AND-OR/OR-AND: 576 / 576 / 8.04
AND/OR/NAND/NOR: 509 / 509 / 4.71
buffers and inverters: 253 / 426 / 3.21
other: 0 / 2 / 0
## routing by layer
layer	wire length, um	global-route usage (%)	vias to the layer above
li1	-	-	13600
met1	51400	43.1	15000
met2	68500	47.9	2079
met3	25400	23.7	337
met4	6020	10.4	9
met5	230	1.69	-
Power and IR drop assume default switching activity.
