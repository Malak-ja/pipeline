$ cat ./run.sh
#!/bin/bash
# OpenROAD 26Q1-2900-gdf79404cd8, Yosys 0.63+post, stock flow scripts
make -C /OpenROAD-flow-scripts/flow DESIGN_CONFIG=/design/flow/config.mk WORK_HOME=/design/flow/orfs finish
$ cat ./config.mk
export PLATFORM = sky130hd
export DESIGN_NAME = DataMemory
export DESIGN_NICKNAME = DataMemory
export VERILOG_FILES = /design/flow/design.v
export SDC_FILE = /design/flow/constraint.sdc
export NUM_CORES = 4
export LEC_CHECK = 1
export CORE_UTILIZATION = 30
$ cat ./constraint.sdc
current_design DataMemory

set clk_period 34.2
set clk_io_pct 0.2

create_clock -name clk0 -period $clk_period [get_ports {clk}]

set non_clock_inputs [all_inputs -no_clocks]
set_input_delay [expr $clk_period * $clk_io_pct] -clock clk0 $non_clock_inputs
set_output_delay [expr $clk_period * $clk_io_pct] -clock clk0 [all_outputs]
$ cat ./design.v
module DataMemory (
    input clk,
    input Memwrite,  
    input Memread,   
    input  [31:0] addr,
    input  [31:0] data_in,
    output reg [31:0] data_out
);
    reg [31:0] mem [0:63];  
    always @(posedge clk) begin
        if (Memwrite) begin
            mem[addr] <= data_in;
        end
        if (Memread) begin
            data_out <= mem[addr];
        end
    end
endmodule
==> flow_results.org <==
#+TITLE: Flow metrics

** Placed design
- Port bufs :: 72
- Setup slack at placement :: 22,320 ps
- Per the placement report, the placed cell count is 7,723.
- Final HPWL DP :: 117.7 mm
- Gpl congestion :: 0.8681

** Detailed routing
- Vias after detailed routing :: 41,650
- Wire length per cell after detailed routing :: 26.16 um
- The detailed router reported a total wirelength of 211.4 mm.
- Detailed-routing iteration count for the pre-antenna-repair pass :: 5
- Vias per Instance :: 5.155
- Per the post-route antenna check, the number of violating nets is 0.
- Initial DRC Count :: 2,938
- The DRC violation total left in the routed layout is recorded as 0.

** GRT
- Summed over all routing layers, the global router reports a total usage of 0.1692.
- After global routing the overflow that remains totals 0.
- Largest net degree at the start of global routing :: 89
- The via count of the first global-routing pass was 43,900.
- Global-route wire length before repair :: 303.3 mm
- The initial antenna violation count is 9.

** Clock network
- The report lists the number of cells resized after CTS as 0.
- TritonCTS built the clock tree.
- Clock latency of the later-clocked register in the worst-skew pair :: 840 ps
- Per the TritonCTS log, the buffer count is 194.
- Clock edge transition at the registers on the reported setup and hold paths :: 60 ps
- In this run the clock root is driven by a sky130_fd_sc_hd__clkbuf_16.
- Worst-case clock buffer depth :: 3
- Num Clock Sinks :: 2,080
- In this run, post-CTS hold repair placed 0 buffers.
- Number of levels the H-tree was split into :: 4
- Buffers inserted during post-CTS setup optimization :: 0

** Worst setup path
- In this run the worst setup path begins at addr[2].
- WS Path Type :: in -> reg
- For the worst setup path, the data required time is 34,590 ps.
- R2r startpoint :: mem[36][0]
- Setup slack on the worst reg-to-reg path comes out at 31,220 ps.
- Type of element capturing the critical path :: register
- Reg2Reg Depth :: 5
- End of the worst register-to-register path :: data_out[0]
- Category of the worst setup path launch point :: primary input
- Along the worst path, the maximum fanout reaches 62.
- Endpoint of the most critical setup path :: data_out[0]
- The data arrival time reported for the critical path is 11,460 ps.

** Floorplanning
- Die outline width :: 516.0 um
- Row generation in the floorplan step produced 188 rows.
- Area of the die :: 0.2662 mm2
- Die boundary height :: 516.0 um
- According to the floorplan report, the placeable core area is 0.2625 mm2.
- Boundary Pins :: 99
- For this configuration, the core starts out at a cell density of 0.3019.

** Min path
- Counting instances, the worst hold path has a depth of 3.
- Type of the worst min-delay path :: reg -> reg

** Synthesis
- Flip-flops with a built-in enable :: 2,080
- Counting flops and latches in the post-synthesis netlist gives 2,080.
- Synthesis produced 4,239 cells.
- Yosys stat counts 4,239 cells in the synthesized netlist.
- After synthesis, the chip area reported by Yosys is 0.07925 mm2.
- Warnings reported by Yosys during synthesis add up to 1.
- Async set or reset register ratio after synthesis :: 0
- Area of the mapped netlist :: 0.07925 mm2
- For this run, the leading register cell type out of synthesis is sky130_fd_sc_hd__edfxtp_1.
- Per the synthesis report, the number of distinct cell types is 55.
- Synthesized area per cell :: 18.70 um2
- Sequential fraction of the synthesis area :: 0.7882

** Cells and area
- The layout summary lists the proportion of cells stronger than drive strength 1 as 0.1797.
- The layout report lists the multi-input gate area as 0.01605 mm2.
- From synthesis to final layout, the design area changed by 14.81%.
- Area of all sequential standard cells :: 0.06246 mm2
- Number of standard cells in the final layout excluding fillers :: 8,080
- Counting the fill cells in the layout gives 24,190.

** STA
- In the final report, the number of hold violations comes to 0.
- Pin slew with the least headroom to its limit :: 943.3 ps
- Checking max transition, the worst relative margin is 0.3549.
- Peak Freq :: 90.34 MHz
- Final clock period utilization by the worst path :: 0.3237
- Pins over their slew limit in the final report were tallied at 0.
- Summed over all failing endpoints, the final setup total negative slack is 0 ps.
- Worst path setup slack after routing :: 23,130 ps
- Setup repair after global routing left no endpoint under its margin.
- Final min period :: 11,070 ps
- Worst Clk Skew :: 33.01 ps
- For this run, the final setup violation count is recorded as 0.

** Job
- Number of violations of the max-capacitance limit :: 0
- Total tool warning count :: 52

** Power and ir drop
- The worst VDD IR drop from the latest analysis is 0.00005311 V.
- PD cells :: 56.74 mW/mm2
- Leakage power total :: 0.02849 uW

** Status
- The run finished with clean final reports.
area by class of cell:
class | instances | area share
antenna | 3 | 0.00008251
clock buffer | 239 | 0.05545
clock inverter | 115 | 0.01045
inverter | 2 | 0.0001650
multi-input combinational | 1859 | 0.1764
sequential | 2080 | 0.6865
tap | 3515 | 0.04834
timing repair buffer | 267 | 0.02263
registers in the layout (all words and copies together), names as in the netlist:
signal    cells
data_out     32
mem        2048
worst min path at each step:
stage / start / to
4_1_cts: mem[32][3] / data_out[3]
5_1_grt: mem[32][13] / data_out[13]
6_report: mem[32][3] / data_out[3]
cell families after synthesis:
family / after synthesis / synth area share
buf+inv: 300 / 0.01675
compound gates: 933 / 0.08627
simple gates: 424 / 0.02795
mux: 502 / 0.08088
flops: 2080 / 0.7882
power by group:
group          switching (uW)  leakage (uW)  internal, uW
Clock                     930       0.00293          1130
Sequential               8.42        0.0187          2830
Combinational             183       0.00682          85.1
per-stage QoR:
step / util / instance area, um2 / hold WS [ps] / power, uW
finish: 0.3466 / 90990 / 686.3 / 5163
global route: 0.3466 / 90980 / 749.2 / 5310
CTS: 0.3466 / 90980 / 687.0 / 5198
detailed placement: 0.3237 / 84980 / 672.0 / 3161
global placement: 0.3237 / 84980 / 663.1 / 3158
floorplan: - / 79250 / 640.1 / 3020
cells in the final DEF, fill, tap and decap left out, drive strengths merged, types with 15 or more instances in the layout:
cell / Yosys / routed
o2bb2ai: 15 / 15
nand3: 54 / 54
o22a: 70 / 70
o22ai: 93 / 93
a222oi: 16 / 16
clkinv: 0 / 88
clkbuf: 169 / 239
a221o: 15 / 15
nand2: 28 / 28
inv: 2 / 15
nand2b: 18 / 18
a221oi: 175 / 175
a31oi: 43 / 43
clkdlybuf4s50: 0 / 36
edfxtp: 2080 / 2080
a21oi: 121 / 121
mux4: 96 / 96
mux2: 147 / 147
or4: 15 / 15
a22o: 66 / 66
a2111oi: 15 / 15
nor3: 22 / 22
a211oi: 17 / 17
mux2i: 259 / 259
nor2: 145 / 145
a22oi: 188 / 188
and3: 85 / 85
o21ai: 85 / 85
buf: 129 / 231
worst max-delay path, stage by stage:
cell and delay (ps):
sky130_fd_sc_hd__buf_8 390, sky130_fd_sc_hd__buf_4 650, sky130_fd_sc_hd__buf_4 600, sky130_fd_sc_hd__buf_4 610
sky130_fd_sc_hd__nor2_4 40, sky130_fd_sc_hd__a22oi_1 290, sky130_fd_sc_hd__nor2_1 130, sky130_fd_sc_hd__or3_1 370
sky130_fd_sc_hd__a2111oi_0 810, sky130_fd_sc_hd__nand4_1 580
metal layers:
| layer | vias up | share of wire | GRT usage |
|---|---|---|---|
| met2 | 2382 | 0.47 | 0.2578 |
| li1 | 18030 | - | - |
| met5 | - | 0.0016 | 0.008832 |
| met1 | 20880 | 0.34 | 0.1884 |
| met3 | 348 | 0.16 | 0.1270 |
| met4 | 14 | 0.028 | 0.04093 |
cells in the mapped netlist, types with 14 or more instances:
cell                        instances  area share
sky130_fd_sc_hd__nand2_1           28      0.0013
sky130_fd_sc_hd__and3_1            85      0.0067
sky130_fd_sc_hd__or4b_1            14      0.0018
sky130_fd_sc_hd__a22oi_1          188       0.018
sky130_fd_sc_hd__a221o_1           15      0.0019
sky130_fd_sc_hd__mux4_2            96       0.027
sky130_fd_sc_hd__mux2i_1          259       0.033
sky130_fd_sc_hd__nand3_1           54      0.0034
sky130_fd_sc_hd__clkbuf_1         168      0.0080
sky130_fd_sc_hd__o22ai_1           93      0.0073
sky130_fd_sc_hd__nor4_1            14      0.0011
sky130_fd_sc_hd__nor2_1           145      0.0069
sky130_fd_sc_hd__nor3_1            22      0.0014
sky130_fd_sc_hd__o2bb2ai_1         15      0.0017
sky130_fd_sc_hd__or4_1             15      0.0014
sky130_fd_sc_hd__a211oi_1          17      0.0016
sky130_fd_sc_hd__o21ai_0           84      0.0053
sky130_fd_sc_hd__edfxtp_1        2080        0.79
sky130_fd_sc_hd__a2111oi_0         15      0.0017
sky130_fd_sc_hd__o22a_1            70      0.0077
sky130_fd_sc_hd__a31oi_1           43      0.0034
sky130_fd_sc_hd__buf_1             33      0.0016
sky130_fd_sc_hd__buf_2             83      0.0052
sky130_fd_sc_hd__nand2b_1          18      0.0014
sky130_fd_sc_hd__a22o_1            66      0.0073
sky130_fd_sc_hd__a21oi_1          121      0.0076
sky130_fd_sc_hd__a222oi_1          16      0.0020
sky130_fd_sc_hd__a221oi_1         175       0.019
sky130_fd_sc_hd__mux2_2           147       0.021
Power figures rest on the tool's default switching activity, not on a simulated workload.
