$ cat design/flow/design.v
module InstructionMemory(
    input clock,
    input [31:0] address,
    output reg [31:0] inst
);
    reg [31:0] Mem [0:127];
    initial begin
        Mem[0]  = 32'h01095020;  
        Mem[1]  = 32'h0AC0A000;  
        Mem[2]  = 32'h01495822;  
        Mem[3]  = 32'h1168FFFC;  
        Mem[4]  = 32'h0AC0A000;  
    end
    always @(posedge clock) begin
        inst <= Mem[address[31:2]];
    end
endmodule
$ cat design/flow/run.sh
#!/bin/bash
# OpenROAD 26Q1-2900-gdf79404cd8, Yosys 0.63+post, stock flow scripts
make -C /OpenROAD-flow-scripts/flow DESIGN_CONFIG=/design/flow/config.mk WORK_HOME=/design/flow/orfs finish
$ cat design/flow/config.mk
export PLATFORM = sky130hd
export DESIGN_NAME = InstructionMemory
export DESIGN_NICKNAME = InstructionMemory
export VERILOG_FILES = /design/flow/design.v
export SDC_FILE = /design/flow/constraint.sdc
export NUM_CORES = 4
export LEC_CHECK = 1
export CORE_AREA = 10 10 70 70
export DIE_AREA = 0 0 80 80
$ cat design/flow/constraint.sdc
current_design InstructionMemory

set clk_period 1.0
set clk_io_pct 0.2

create_clock -name clk0 -period $clk_period [get_ports {clock}]

set non_clock_inputs [all_inputs -no_clocks]
set_input_delay [expr $clk_period * $clk_io_pct] -clock clk0 $non_clock_inputs
set_output_delay [expr $clk_period * $clk_io_pct] -clock clk0 [all_outputs]
==> impl_metrics.json <==
{
  "violations": "setup timing",
  "worstPathRequired_ns": 0.80,
  "vias_per_cell": 2.52,
  "cts_buffer_depth": 2,
  "antenna_found_initial": 0,
  "ys_area_um2": 393,
  "dpl.hpwl_um": 835,
  "drt-total-wl_um": 967,
  "p_total_mw": 0.693,
  "largest_reg_flops": 8,
  "top_register": "inst",
  "first_global_vias": 279,
  "cts.sinks": 8,
  "cpMostUsedCell": "buf_6",
  "initCoreUtil_pct": 11.5,
  "ys_types": 11,
  "grt_use_total_pct": 2.72,
  "routedWlPerCell_um": 9.30,
  "htreeDepth": 1,
  "drive_gt1_share_pct": 50.0,
  "finalHoldViolCount": 0,
  "slowest_delay_ns": 0.35,
  "synthCells": 42,
  "io-pin-count": 65,
  "drv_slew": 0,
  "stdcell_count": 104,
  "yosysTopAreaCell": "buf_4",
  "worstSetupPathType": "reg -> out",
  "clk_pin_slew_worst_paths_ns": 0.05,
  "chipHeight_um": 80,
  "dr.pass1.iters": 2,
  "cp-end-kind": "output port",
  "drc": 0,
  "synth-edff-count": 0,
  "top_cell": "buf_4",
  "die_area_um2": 6400,
  "synth.area.top_cells": "buf_4 46%, dfxtp_1 41%, a21o_2 2.2%",
  "synth-seq-cells": 8,
  "num_rows": 21,
  "synth_top_area_share_pct": 45.9,
  "max_freq_mhz": 978,
  "dp_worst_setup_slack_ns": -0.218,
  "status": "finished with violations",
  "crit_slowest_cell": "dfxtp_4",
  "cap_violations": 0,
  "min_period_ns": 1.02,
  "dp.cells": 98,
  "setup_viol": 12,
  "synthFlopType": "dfxtp_1",
  "cts_buffers": 3,
  "ys_seq_share_pct": 40.8,
  "cp.arrival_ns": 0.82,
  "async_flop_share_pct": 0,
  "vdd.ir_drop.worst_v": 0.000327,
  "grt_max_degree": 6,
  "cp_cell_sequence": "buf_6, buf_6",
  "ant_nets": 0,
  "largestRegisters": "inst (8)",
  "startpoint_type": "flip-flop",
  "hp-class": "in -> reg",
  "fin_hold_ws_ns": 0.588,
  "syn_area_per_cell_um2": 9.35,
  "fp.dieW_um": 80,
  "overflow": 0,
  "grt_pass1_wl_mm": 1.35,
  "hold_buffers": 0,
  "power_leakage_nw": 0.286,
  "finalCritPeriodShare_pct": 102,
  "cts_tree": "yes",
  "n_antenna_cell": 0,
  "drtIter0Drc": 1,
  "place_congestion": 0.699,
  "fin_ws_ns": -0.0228,
  "core_area_um2": 3420,
  "warnings": 56,
  "portBuffers": 27,
  "ys_cells": 42,
  "crit_fanout": 5,
  "rsz0062_at_grt": "yes",
  "syn_area_um2": 393,
  "vias": 262,
  "yosys_warnings": 1,
  "p_per_area_nw_per_um2": 1100,
  "ys_top_cells_by_count": "24 x buf_4, 8 x dfxtp_1, 2 x inv_1",
  "cts.root.buffer_cell": "clkbuf_4",
  "syn_to_final_growth_pct": 59.9,
  "final_core_util_pct": 18.4
}
repair_timing:
action                     in CTS  in global routing
gates cloned                    0                  0
setup buffers                   4                  0
setup endpoints to repair      24                 20
gates resized                  80                  8
power breakdown:
| group | internal, mW | switching (mW) | total [mW] |
|---|---|---|---|
| registers | 0.336 | 0.00932 | 0.345 |
| logic | 0.0891 | 0.0313 | 0.120 |
| clock network | 0.136 | 0.0917 | 0.228 |
| total | 0.561 | 0.132 | 0.693 |
layout by cell type (no fill, tap or decap):
cell             Yosys  routed
inv_1                2       2
a21o_2               1       1
dfxtp_2              0       3
nor2_1               1       1
buf_6                0      15
clkdlybuf4s15_1      0       7
dfxtp_4              0       2
nand2_1              1       1
nor2b_2              1       1
clkbuf_4             0       3
clkbuf_2             0       2
dlygate4sd2_1        0       1
buf_2                0       2
clkdlybuf4s50_1      0       3
a21oi_1              1       1
and2_1               1       1
conb_1               1       8
dfxtp_1              8       3
nor3_1               1       1
path summary, 6_finish.rpt:
kind,cells past startpoint,end,start
max,2,inst[4],inst[21]$_SDFF_PP0_
min,2,inst[11]$_SDFF_PP0_,address[3]
per-layer routing:
metal	global-route usage [%]	part of all wire [%]	up-vias
li1	-	-	129
met1	1.88	28	116
met2	5.38	57	15
met3	2.05	14	2
met4	0.704	1.4	0
met5	0	0	-
per-stage QoR:
stage | setup TNS, ns | cell area [µm²]
after floorplan | 0 | 419
after global placement | -2.45 | 567
after detailed placement | -3.03 | 567
after CTS | -0.376 | 637
after global routing | -0.714 | 628
final | -0.186 | 628
worst max-delay path, delay by kind of cell (launching register included):
kind,cells,cell delay (ns)
buffers and inverters,2,0.23
flip-flops,1,0.35
kinds of logic after synthesis:
group	synth area share (%)
other	0.954
AND-OR/OR-AND	3.50
flip-flops	40.8
buffers and inverters	47.8
AND/OR/NAND/NOR	7.00
area by class of cell:
class	instances	area, µm²
fill	391	2790
tap	46	57.6
clock buffer	3	22.5
timing repair buffer	30	298
multi-input combinational	15	71.3
inverter	2	7.51
sequential	8	171
No activity file was given, so power comes from the tool's default toggle rates.
